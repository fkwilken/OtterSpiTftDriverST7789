$ cat ./config.mk
export PLATFORM = sky130hd
export DESIGN_NAME = RegFile
export DESIGN_NICKNAME = RegFile
export VERILOG_FILES = /design/flow/design.v
export SDC_FILE = /design/flow/constraint.sdc
export NUM_CORES = 4
export LEC_CHECK = 1
export CORE_UTILIZATION = 50
$ cat ./constraint.sdc
current_design RegFile

set clk_period 7.2
set clk_io_pct 0.2

create_clock -name clk0 -period $clk_period [get_ports {clk}]

set non_clock_inputs [all_inputs -no_clocks]
set_input_delay [expr $clk_period * $clk_io_pct] -clock clk0 $non_clock_inputs
set_output_delay [expr $clk_period * $clk_io_pct] -clock clk0 [all_outputs]
$ cat ./design.v
`timescale 1ns / 1ps
module RegFile(
    input clk,
    input [4:0] adr1,
    input [4:0] adr2,
    input [4:0] wa,
    input en,
    input [31:0] wd,
    output logic [31:0] rs1,
    output logic [31:0] rs2
    );
    logic [31:0] ram [0:31]; 
    always_comb 
    begin
    rs1 = 32'd0;
    rs2 = 32'd0;
    if (adr1) rs1 = ram[adr1];
    if (adr2) rs2 = ram[adr2];
    end
    always_ff @ (posedge clk)
    begin
    if (en) begin
        ram[wa] <= wd;
        end
    end
endmodule
$ cat ./run.sh
#!/bin/bash
# OpenROAD 26Q1-2900-gdf79404cd8, Yosys 0.63+post, stock flow scripts
make -C /OpenROAD-flow-scripts/flow DESIGN_CONFIG=/design/flow/config.mk WORK_HOME=/design/flow/orfs finish
==> run notes <==
flow finished, numbers: die width 308 microns, critical path startpoint category primary input, detailed placement HPWL 92.1 mm, first-pass GRT wire length 215 mm, Synth Flop Type edfxtp_1, Finished Layout Cells 3,915, CTS H-tree depth 3, Mapped Area 47,000 sq um, Hold Path Depth 2, Global Route Usage Sum 0.371, Synth warnings 1, Root Driver clkbuf_16, cells in synth_stat.txt 2,400, clock buffer depth 3, DR vias/cell 6.86, initial antenna violation count 6, yosys stat area 47,000 sq um, Final Cycle Share 0.941, Cell area leaders edfxtp_1 65%, mux4_2 20%, mux2i_1 3.9%, a22o_1 1.2%, clkbuf_1 0.83%, post-CTS setup buffers 0, # Max-Cap Violations 0, Slew @ Worst Pin 1.26 ns, CP max FO 18, largest net degree at the start of global routing 64, Post-synth ARST share 0, routed via count 26,871, Resize count post-CTS 0, layout cells sized above 1 0.298, CP Data Arrival Time 5.33 ns, max reg flops 1,024, Antenna Nets Post-Route 0, core area 93,200 sq um, drt total wl 153 mm, Num Clock Sinks 1,024, Final setup viols 0, drt drc 0, Area Growth Syn to Fin 14.3%, tool warning count 26, Iteration-0 DRC Markers 1,912, chip footprint 95,200 sq um, Hold Slack 1.57 ns, vias in the first global route 29,998, Die Ht 308 microns, PD cells 247 nW/um^2, largest registers ram x1024, count of input and output buffers 112, Yosys top cell by area edfxtp_1, Reg with most FFs ram, std cell rows 112, Rel. slew slack 0.157, final RePlAce weighted congestion 0.929, Yosys reg bits 1,024, post-synthesis average cell area 19.6 sq um, Leakage Power 17.2 nW, fmax 0.148 GHz, Worst-path clk slew 0.06 ns, Worst Hold End ram[12][6], TritonCTS clock tree built, Slew Limit Fails 0, Init Core Util 0.504, Peak VDD IR 0.204 mV, RSZ-0062 raised after global routing false, Ports 113, critical path class in -> out, part of the Yosys area used for sequential elements 0.655, Avg WL per Cell 39.1 microns, Hold Buf Count CTS 0, outcome complete, no violations, first-pass iteration count of the detailed router 5, Pwr Total 13.2 mW, grt total ovfl 0, Final Critical Period 6.77 ns, Setup Total Neg Slack 0 ns, CTS buffer count 107, Top-area cell share 0.655, post-synthesis cell count 2,400, Worst EP required 5.76 ns, Hold Crit Start wd[6], flip-flops with a built-in enable 1,024, crit path capture type primary output, Final Hold Viols 0, Cell variety after synth 40, Inst Count DP 3,719, Hold Path Class in -> reg
-- per-stage QoR --
step | area [sq um] | utilization | setup slack (ns)
floorplan | 47000 | - | 2.75
CTS | 53700 | 0.576 | 0.652
detailed placement | 50300 | 0.540 | 0.656
global route | 53700 | 0.576 | 0.319
global placement | 50300 | 0.540 | 0.744
finish | 53700 | 0.576 | 0.426
-- cells in the mapped netlist, types with 4 or more instances --
| library cell | count |
|---|---|
| a2111oi_0 | 31 |
| a211o_1 | 23 |
| a211oi_1 | 47 |
| a21oi_1 | 46 |
| a221oi_1 | 23 |
| a22o_1 | 62 |
| a32o_1 | 9 |
| and2_1 | 13 |
| buf_1 | 7 |
| buf_2 | 58 |
| buf_4 | 20 |
| buf_6 | 12 |
| clkbuf_1 | 104 |
| edfxtp_1 | 1024 |
| inv_1 | 25 |
| mux2_1 | 19 |
| mux2_2 | 5 |
| mux2i_1 | 183 |
| mux4_2 | 425 |
| nand2_1 | 65 |
| nand3_1 | 4 |
| nand3b_1 | 7 |
| nor2_1 | 35 |
| nor2b_1 | 8 |
| nor3_1 | 32 |
| nor4_1 | 9 |
| o221ai_1 | 31 |
| o22ai_1 | 55 |
-- logic make-up (layout without fill, tap and decap cells) --
family	after synthesis	in the layout	synth area share
simple gates	187	187	0.0194
mux	632	632	0.249
buf+inv	226	484	0.0231
other cells	0	3	0
flops	1024	1024	0.655
compound gates	331	331	0.0541
-- critical path, stage by stage --
cell and delay (ns):
clkdlybuf4s50_1 0.72, nor2b_4 0.84, buf_4 0.39, a22o_1 0.18
a2111oi_0 0.07, nor3_1 1.04, clkdlybuf4s50_1 0.64
-- area by class of cell --
| type | instances | area (sq um) |
|---|---|---|
| fillers | 6652 | 39500 |
| flip-flops and latches | 1024 | 30700 |
| multi-input cells | 1150 | 15400 |
| clock buffers | 123 | 2780 |
| repair buffers | 266 | 2490 |
| well taps | 1254 | 1570 |
| clock inverters | 70 | 574 |
| inverters | 25 | 96.3 |
| diodes | 3 | 7.51 |
-- worst max path at each step --
stage	from	endpoint	slack (ns)	cells after the start
after CTS	adr1[3]	rs1[28]	0.65	7
after global routing	adr1[3]	rs1[9]	0.32	7
final	adr1[3]	rs1[28]	0.43	7
-- per-layer routing --
metal | share of wire | routed length [microns] | up-vias | GRT usage
met1 | 0.29 | 44200 | 13404 | 0.429
met4 | 0.042 | 6460 | 26 | 0.115
met2 | 0.44 | 67700 | 2281 | 0.492
li1 | - | - | 10803 | -
met5 | 0.0066 | 1010 | - | 0.0594
met3 | 0.22 | 33700 | 357 | 0.351
-- layout by cell type, fill, tap and decap left out, drive strengths merged, types with 4 or more instances in the layout --
cell type	instances
mux4	425
clkinvlp	9
o22ai	55
or3b	5
clkbuf	123
nor2b	8
a2111oi	31
a21oi	46
nor3	33
nand2	65
a22o	62
mux2i	183
and2	13
nor4	9
buf	161
clkinv	49
a221oi	23
a211oi	47
edfxtp	1024
bufinv	8
mux2	24
o221ai	31
clkdlybuf4s50	105
nor2	35
inv	29
nand3	4
a211o	23
a32o	9
nand3b	7
-- where the power goes --
group,internal (mW),switching (mW)
combinational,0.523,0.712
clock,3.04,2.29
sequential,6.63,0.0292
total,10.2,3.03
Power and IR drop assume default switching activity.
