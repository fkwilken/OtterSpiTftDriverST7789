==> flow/design.v <==
`timescale 1ns / 1ps
module ProgramCounter(
    input [2:0] pcSource,
    input clk,
    input reset,
    input pcWrite,
    input [31:0] jalr,
    input [31:0] branch,
    input [31:0] jal,
    input [31:0] mtvec,
    input [31:0] mepc,
    output logic [31:0] count = 0,
    output logic [31:0] pcPlus4
    );
    logic [31:0] newCount = 0;
    always_ff @(posedge clk) begin
    count <= newCount;
    end
    always_comb
    begin 
    pcPlus4 = count + 4;
    if (reset) newCount = 0;
    else if (pcWrite) begin
        case (pcSource)
            3'd0: newCount = pcPlus4;
            3'd1: newCount = jalr;
            3'd2: newCount = branch;
            3'd3: newCount = jal;
            3'd4: newCount = mtvec;
            3'd5: newCount = mepc;
            default: newCount = pcPlus4;
        endcase
    end
    else newCount = count;
    end
endmodule
==> flow/run.sh <==
#!/bin/bash
# OpenROAD 26Q1-2900-gdf79404cd8, Yosys 0.63+post, stock flow scripts
make -C /OpenROAD-flow-scripts/flow DESIGN_CONFIG=/design/flow/config.mk WORK_HOME=/design/flow/orfs finish
==> flow/config.mk <==
export PLATFORM = sky130hd
export DESIGN_NAME = ProgramCounter
export DESIGN_NICKNAME = ProgramCounter
export VERILOG_FILES = /design/flow/design.v
export SDC_FILE = /design/flow/constraint.sdc
export NUM_CORES = 4
export LEC_CHECK = 1
export CORE_AREA = 10 10 141 141
export DIE_AREA = 0 0 151 151
==> flow/constraint.sdc <==
current_design ProgramCounter

set clk_period 6.4
set clk_io_pct 0.2

create_clock -name clk0 -period $clk_period [get_ports {clk}]

set non_clock_inputs [all_inputs -no_clocks]
set_input_delay [expr $clk_period * $clk_io_pct] -clock clk0 $non_clock_inputs
set_output_delay [expr $clk_period * $clk_io_pct] -clock clk0 [all_outputs]
==> deck_impl_summary.md <==
Synthesis and Place & Route Summary

Status
  • Outcome: finished clean

Route
  • Diode count: 0
  • Detailed-route via count: 4,569
  • Initial DRC Count: 348
  • Wire length per cell: 21.5 um
  • TritonRoute pass-1 iters: 6
  • Routed WL: 19,400 um
  • Vias per cell: 5.08
  • Post-DRT Antenna Nets: 0
  • DRC: 0

Critical path
  • CP endpoint kind: output port
  • Crit-path max FO: 9
  • R2R Setup Slk: 4.12 ns
  • CP Depth: 6
  • Worst path slowest cell: nor3_1
  • Crit Path Class: reg2out
  • Worst setup path end: pcPlus4[30]
  • Startpoint types: register
  • Crit-path max cell delay: 0.50 ns
  • Worst reg2reg endpoint: count[20]
  • Critical Path Most Common Cell: nand3_1
  • CP Cell Sequence: and3_1, nand3_1, nor3_1, nand3_1, xnor2_1, clkdlybuf4s50_1
  • Bufs and invs on worst path: 1
  • Largest delay contributor family on the critical path: simple AND/OR/NAND/NOR gates
  • Worst EP arrival: 2.85 ns
  • Launch point of the worst path: count[4]
  • R2R depth: 5
  • CP required: 5.12 ns
  • Reg-to-Reg Start: count[4]

Yosys
  • Post-synth EDFFs: 0
  • Synth area leaders: dfxtp_1 18%, mux2i_1 7.0%, a22oi_1 5.0%, xnor2_1 4.6%, nand2_1 4.4%
  • Asr flop ratio synth: 0%
  • Syn_area_per_cell: 7.48 um2
  • Mapped Area: 0.00358 mm2
  • Cells after Synth: 479
  • Dominant kind of combinational cell: AND-OR/OR-AND gates
  • XORs/XNORs by Area: 6.85%
  • Most common library cells after synthesis: 42 x nand2_1, 32 x dfxtp_1, 30 x a21oi_1, 26 x nor2_1, 25 x mux2i_1
  • Yosys top cell by area: dfxtp_1
  • Yosys top cell by instances: nand2_1
  • Syn. warnings: 1
  • Synth cell types: 64
  • # Cells Yosys: 479
  • Largest type area fraction: 17.9%
  • Registers, synthesis: 32
  • Synth Flop Type: dfxtp_1
  • Synth Area in Simple Gates: 23.2%
  • Adder-cell share of the synthesized area: 0.349%
  • AND-OR/OR-AND Cells, Area Fraction: 33.0%
  • Area fraction in mux cells: 11.1%
  • Yosys chip area: 0.00358 mm2
  • Synth Seq Share: 17.9%

Placed design
  • DP Wirelength: 15,500 um
  • Placed Cells: 893
  • GP Congestion: 0.905
  • IO buf count: 229
  • Placed inst area: 0.00601 mm2
  • Dpl ws: 2.61 ns

Finish
  • Fin util: 36.8%
  • Area Overhead vs Synth: 71.4%
  • Layout cells sized above 1: 6.62%
  • Most flop-heavy register: count
  • Fillcell total: 1,737
  • Max reg flops: 32
  • Finished Cell Area: 0.00614 mm2
  • Finished Layout Cells: 900
  • Top flop regs: count (32)

Clock tree
  • # resized after CTS: 0
  • H-tree levels: 2
  • Clk latency late pin: 0.28 ns
  • Post CTS Setup Buffer Count: 0
  • Clk root buf: clkbuf_16
  • Clock buffer depth: 2
  • Clock slew at reported path FFs: 0.05 ns
  • CTS Hold Bufs: 0
  • TritonCTS Buffers: 5
  • # clock sinks: 32
  • CTS tree: built

Pwr
  • Internal: 0.558 mW
  • Max IR drop VDD: 86.8 uV
  • Leak Pwr: 2.23 nW
  • P per Cell Area: 130 mW/mm2
  • Logic pwr share: 40.9%
  • P_sw: 0.243 mW
  • Sw Ratio: 30.4%
  • Final total power: 0.801 mW
  • Clock Power Share: 28.9%
  • Sequential share of power: 30.3%

Die
  • Placeable Area: 0.0167 mm2
  • Core Density at Floorplan: 21.4%
  • Die X: 151 um
  • Die height: 151 um
  • Row count: 47
  • Die ar.: 0.0228 mm2
  • I/O Pins: 230

GRT
  • First-pass GRT wire length: 29,200 um
  • Vias in the first global route: 4,803
  • GR Util met2: 28.4%
  • GR Overflow Total: 0
  • Pin count of the biggest net entering global routing: 60
  • Met1 Resource Use GR: 21.4%
  • Initial antenna violation count: 0
  • GR Util met3: 4.82%
  • Total GRT Usage: 16.7%
  • GRT Max-Usage Layer: met2

Hold path
  • Min-delay src: count[1]
  • HP Class: reg2reg

Run
  • # Max-Cap Violations: 0
  • Log Warnings: 25

Final timing
  • Fin. Hold Viols: 0
  • Final Worst Setup Slack: 2.27 ns
  • Min cycle time layout: 4.13 ns
  • Clk_skew: 0.00375 ns
  • Relative slew slack: 50.2%
  • Fmax: 0.242 GHz
  • Fin. max-slew vios: 0
  • Setup-failing EPs final: 0
  • RSZ-0062 raised after global routing: false
  • Setup TNS: 0 ns
  • Worst Max-Slew Pin Slew: 0.746 ns
  • Fin Hold WS: 0.535 ns
  • Tcrit/Tclk final: 64.6%
routing by layer:
metal / up-vias / share of wire [%]
li1: 2229 / -
met1: 2114 / 40
met2: 213 / 49
met3: 13 / 10
met4: 0 / 0.94
met5: - / 0
cell families (layout without fill, tap and decap cells):
| family | after synthesis | count (layout) |
|---|---|---|
| AOI/OAI and AO/OA | 168 | 168 |
| xor gates and xnor gates | 28 | 28 |
| adders and majority gates | 1 | 1 |
| buffers and inverters | 64 | 265 |
| DFF | 32 | 32 |
| muxes | 38 | 38 |
| and+or+nand+nor | 148 | 148 |
how the worst min path moves through the flow:
stage / end / slack (ns) / depth (start not counted)
4_1_cts: count[1] / 0.54 / 2
5_1_grt: count[1] / 0.56 / 2
6_report: count[1] / 0.54 / 2
power by group through the flow:
stage	Clock (mW)	Sequential, mW	Combinational [mW]
6_report	0.231	0.243	0.327
5_1_grt	0.246	0.247	0.358
4_1_cts	0.233	0.242	0.333
cells in the final DEF, fill, tap and decap left out, drive strengths merged, types with 9 or more instances in the layout:
cell	netlist	layout
a21oi	30	30
a22oi	24	24
a31oi	10	10
and3	11	11
buf	20	12
clkdlybuf4s50	0	226
dfxtp	32	32
inv	20	20
mux2	13	13
mux2i	25	25
nand2	42	42
nand2b	9	9
nand3	11	11
nand4	10	10
nor2	26	26
o21ai	21	21
o221ai	12	12
o22ai	11	11
xnor2	19	19
xor2	9	9
worst reg2reg max path: cells and delay by family, from the launching register on:
kind	cells	cell delay, ns
AND/OR/NAND/NOR	3	1.34
flip-flops	1	0.48
AND-OR/OR-AND	2	0.35
cell type report:
cell class / instances / area (um2) / share of cell area [%]
clock buffer: 6 / 129 / 2.10
clock inverter: 1 / 5.00 / 0.0815
inverter: 20 / 75.1 / 1.22
multi-input combinational: 383 / 2670 / 43.5
sequential: 32 / 641 / 10.4
tap: 220 / 275 / 4.48
timing repair buffer: 238 / 2340 / 38.2
Power is estimated from default activity; no workload was simulated.
