==> ./design.v <==
`timescale 1ns / 1ps
module ImmedTargetGen(
    input [31:7] IR,
    input [31:0] pc,
    input [31:0] rs1,
    output logic [31:0] UType,
    output logic [31:0] IType,
    output logic [31:0] SType,
    output logic [31:0] jalr,
    output logic [31:0] branch,
    output logic [31:0] jal
    );
    always_comb
    begin
    UType = {IR[31:12], 12'b0};
    IType = {{20{IR[31]}},IR[31:20]};
    SType = {{20{IR[31]}}, IR[31:25], IR[11:7]};
    jal = pc + {{12{IR[31]}}, IR[19:12], IR[20], IR[30:21],1'b0};
    branch = pc + {{20{IR[31]}},IR[7], IR[30:25], IR[11:8], 1'b0};
    jalr = rs1 + IType;
    end
endmodule
==> ./run.sh <==
#!/bin/bash
# OpenROAD 26Q1-2900-gdf79404cd8, Yosys 0.63+post, stock flow scripts
make -C /OpenROAD-flow-scripts/flow DESIGN_CONFIG=/design/flow/config.mk WORK_HOME=/design/flow/orfs finish
==> ./config.mk <==
export PLATFORM = sky130hd
export DESIGN_NAME = ImmedTargetGen
export DESIGN_NICKNAME = ImmedTargetGen
export VERILOG_FILES = /design/flow/design.v
export SDC_FILE = /design/flow/constraint.sdc
export NUM_CORES = 4
export LEC_CHECK = 1
export CORE_AREA = 10 10 173 173
export DIE_AREA = 0 0 183 183
==> ./constraint.sdc <==
current_design ImmedTargetGen

set clk_period 12.0
set clk_io_pct 0.2

create_clock -name clk0 -period $clk_period

set non_clock_inputs [all_inputs -no_clocks]
set_input_delay [expr $clk_period * $clk_io_pct] -clock clk0 $non_clock_inputs
set_output_delay [expr $clk_period * $clk_io_pct] -clock clk0 [all_outputs]
==> flow_summary.toml <==
# physical design summary
[worst_setup_path]
slowest_delay_ps = 540
critical_path.top_delay_family = "AND-OR/OR-AND gates"
path_max_fanout = 5
endpoint_kind = "output port"
cp_num_buf_inv = 2
startpoint = "IR[21]"
crit_arrival_ps = 6130
cpMostUsedCell = "clkdlybuf4s50_1"
crit_type = "input pin to output port"
required_ps = 9600
cp-start-kind = "input pin"
cp_cell_sequence = "clkdlybuf4s50_1 > ha_1 > fa_1 > a211oi_1 > o21ai_2 > a2111oi_4 > o21a_4 > o21ai_0 > a21boi_0 > xnor2_1 > clkdlybuf4s50_1"
cp_slowest_cell = "clkdlybuf4s50_1"

[sta]
period_needed_ps = 8530
setup_viol = 0
fin_tns_setup_ps = 0
finalHoldViolCount = 0
fin_ws_ps = 3470
worstMarginPinSlew_ps = 673
fmaxAchievable_mhz = 117
slew_headroom_pct = 54.0
min_period_over_period_pct = 71.1
rsz0062_at_grt = "false"
slew_viol_final = 0

[power_and_ir_drop]
ir_drop_mv = 0.0286
clockPowerShare_pct = 0
power_uw = 452
p_int_uw = 262
p_sw_share_pct = 42.2
p_comb_share_pct = 100.0
powerDensity_mw_per_mm2 = 61.3
p_switching_uw = 191
p_seq_share_pct = 0
p_leak_uw = 0.00293

[routing]
drc = 0
avgRoutedWirePerCell_um = 16.9
first_pass_iters = 4
routed_wl_um = 20400
antenna-diode-count = 0
via_per_inst = 4.61
drt_iter0_drc = 303
num_vias = 5541
ant_nets = 0

[logic_synthesis]
ys_area_mm2 = 0.00510
syn-cell-area_mm2 = 0.00510
yosysWarnings = 1
ys_seq_share_pct = 0
synthCells = 715
ys_cells = 715
avgSynthCellArea_um2 = 7.13
synth.distinct_cells = 67

[finish]
nClkBuffers = 0
drive_gt1_share_pct = 2.19
combGateArea_mm2 = 0.00423
seq_area_um2 = 0
num-fill-cells = 2816
flops = 0
final_util_pct = 28.2
syn_to_final_growth_pct = 44.6

[placed_design]
dp_hpwl_um = 17800
io_buffer_count = 266
globalplace.congestion = 0.899
dp_slack_ps = 3440

[min_path]
hp-start = "pc[0]"
hold_path_class = "input pin to output port"

[die]
dieArea_mm2 = 0.0335
fp.coreArea_mm2 = 0.0261
fp_util_pct = 19.5
ios = 281
chipWidth_um = 183
std_cell_rows = 59
die_y_um = 183

[grt]
antenna_found_initial = 0
grt_pass1_wl_um = 30800
grt_pass1_vias = 5438
overflow = 0
grt_max_degree = 60
grt_use_total_pct = 11.3

[run_status]
status = "finished clean"

[clock_network]
cts_hold_buffers = 0
cts_resized = 0
post_cts_buffers = 0

[run]
maxCapViolCount = 0
warnings = 32
[cell usage after synthesis, drive strengths merged, types with 3 or more instances]
library cell  number  area (µm²)
ha                74         926
or3                4        27.5
nand3             14        70.1
xor2              35         307
nor3              13        65.1
clkbuf            22        82.6
and3               7        43.8
nor2              37         139
a31oi             11        68.8
buf              103         767
o31ai              6        50.1
a21oi             76         380
a211oi             8        60.1
and4               5        43.8
o211ai            10        75.1
o21a              13         105
o2111ai            4        35.0
a31o               3        26.3
a2111oi            5        81.3
and2               5        31.3
nand2b             6        37.5
fa                 3        60.1
a21o              28         210
nor2b              4        25.0
xnor2             47         412
nand4             11        68.8
inv               17        63.8
a21boi             3        22.5
o21ai             56         284
nand2             41         154
o41ai              3        33.8
o21bai             7        52.6
[per-layer routing]
metal,track usage (%),wire [µm],vias up,part of all wire (%)
li1,-,-,2832,-
met2,20.7,10400,155,51
met4,0.393,73,0,0.36
met5,0,0,-,0
met3,2.15,1270,6,6.2
met1,14.2,8650,2548,42
[metrics by stage]
stage	cells	hold WS, ps	area (µm²)
floorplan	726	4870	5140
global placement	1203	4800	7380
detailed placement	1203	4800	7380
CTS	1203	4800	7380
global route	1203	4800	7380
finish	1203	4800	7380
[power by group through the flow]
stage / Clock (µW) / Sequential (µW) / Combinational (µW)
6_report: 0 / 0 / 452
4_1_cts: 0 / 0 / 460
5_1_grt: 0 / 0 / 498
[cell families after synthesis]
kind of cell / synth area share (%)
AND-OR/OR-AND: 32.9
XOR/XNOR: 14.1
adder cells (fa/ha/maj): 19.3
buffers and inverters: 17.9
multiplexers: 0.196
other: 0.0735
AND/OR/NAND/NOR: 15.5
[layout make-up]
cell class	count	share of cell area (%)
Inverter	17	0.865
Multi-Input combinational cell	584	57.3
Tap cell	335	5.68
Timing Repair Buffer	267	36.1
[cells in the final DEF (no fill, tap or decap), types with 14 or more instances in the layout]
cell and count:
clkdlybuf4s50_1 265, a21oi_1 76, ha_1 74, o21ai_0 55, xnor2_1 47, nand2_1 41
nor2_1 37, xor2_1 35, a21o_1 28, inv_1 17, nand3_1 14
[path summary, 6_finish.rpt]
path | end | slack, ps | depth (start not counted)
worst max-delay path | jal[25] | 3470 | 11
worst min-delay path | branch[0] | 4800 | 0
